==> design.v <==
`timescale 1ns / 1ps
module alu(
    input logic [3:0]     alu_operation,
    input logic [31:0]    input_data1,
    input logic [31:0]    input_data2,
    output logic [31:0]   alu_result,
    output logic zero    
    );
    always_comb begin
        case (alu_operation)
            4'b0000 : alu_result = input_data1 & input_data2;
            4'b0001 : alu_result = input_data1 | input_data2;
            4'b0010 : alu_result = input_data1 + input_data2;
            4'b0011 : alu_result = input_data1 ^ input_data2;
            4'b0110 : alu_result = input_data1 - input_data2;
            4'b1001 : alu_result = input_data1 << input_data2[4:0];     
            4'b1010 : begin      
                        if($signed(input_data1) < $signed(input_data2))
                            alu_result = 32'b1;
                        else
                            alu_result = 32'b0;
                      end
            4'b1011 : begin      
                        if(input_data1 < input_data2)            
                            alu_result = 32'b1;     
                        else
                            alu_result = 32'b0;
                      end
            4'b1100 : alu_result = input_data1 >> input_data2[4:0];     
            4'b1101 : alu_result = input_data1 >>> input_data2[4:0];     
            default : alu_result = 0;
        endcase
    end
    assign zero = alu_result ? 0 : 1;
endmodule
`timescale 1ns / 1ps
module branchcomp(
    input logic branch,
    input logic [31:0] input_data1, input_data2,
    input logic [2:0] funct3,
    output logic out
    );
    logic _out;
    always_comb begin
        case(funct3)
        3'b000 : _out = (input_data1 == input_data2);
        3'b001 : _out = (input_data1 != input_data2);
        3'b100 : _out = ($signed(input_data1) < $signed(input_data2));
        3'b101 : _out = ($signed(input_data1) >= $signed(input_data2));
        3'b110 : _out = (input_data1 < input_data2);
        3'b111 : _out = (input_data1 >= input_data2);
        default : _out = 0;
        endcase
    end
    assign out = branch ? _out : 0;
endmodule
`timescale 1ns / 1ps
module datapath(
    input logic clk, reset, 
    input logic memtoreg, pcsrc, alusrc, regwrite,
    input logic [3:0] alu_operation,
    output logic zero,
    output logic [31:0] pc,
    input logic [31:0] instruction,
    output logic [31:0] alu_result, read_data2,
    input  logic [31:0] read_data
    );
    logic [31:0] pre_pc;
    logic [4:0] writereg;
    logic [31:0] pcnext, pcplus4, pcbranch;
    logic [31:0] read_data1, select_data;
    logic [31:0] result;
    logic [31:0] imm32, imm32_shiftleft1;
    logic branch_en;
    logic [2:0] funct3;
    assign funct3 = {instruction[12+:3]};
    immgen igen(instruction, imm32);
    regfile rf(clk, regwrite,
                instruction[19:15], instruction[24:20], instruction[11:7],
                result,
                read_data1, read_data2);
    assign select_data = alusrc ? imm32 : read_data2;
    branchcomp brcm(read_data1, read_data2, funct3, branch_en);
    pcbranch pcbr(clk, reset, imm32, pcsrc, branch_en, pc);
    alu alu(alu_operation, read_data1, select_data, alu_result, zero);
    assign result = memtoreg ? read_data : alu_result;
endmodule
`timescale 1ns / 1ps
module immgen(
    input logic [31:0]        inst,
    output logic [31:0]   imm
    );
    logic [31:0] imm_i, imm_s, imm_b;
    assign imm_i = { {20{inst[31]}}, inst[20+:12]};
    assign imm_s = { {20{inst[31]}}, inst[25+:7], inst[7+:5]};
    assign imm_b = { {19{inst[31]}}, inst[31], inst[7], inst[25+:6], inst[8+:4], 1'b0};
    always @(*) begin
        case (inst[6:2])
            5'b00000 : imm = imm_i;
            5'b00100 : imm = imm_i;
            5'b01000 : imm = imm_s;
            5'b11000 : imm = imm_b;
            default : imm = 32'bx;
        endcase
    end
endmodule
`timescale 1ns / 1ps
module pcbranch(
    input logic clk, reset, ene,
    input logic [31:0] jump_address, pcPlus4F,
    input logic branch,
    input logic branchEn,
    output logic [31:0] pcNext
    );
    logic [31:0] pc_reg = 0;
    logic [31:0] _pc;
    logic [2:0]fuct3;
    logic [31:0] pcnext, pcbranch;
    logic [31:0] imm32_shiftleft1;
    assign imm32_shiftleft1 = {jump_address[30:0], 1'b0};
    assign pcbranch = pc + imm32_shiftleft1;
    always @* begin
        if(ene)begin
            if(branchEn) _pc <= pcbranch;
            else _pc <= pcplus4;
        end
    end
    always @(posedge clk) begin
        pcNext <= _pc;
    end
endmodule
`timescale 1ns / 1ps
module regfile(
    input logic clk, reset,
    input logic regWrite,
    input logic [4:0]     read_register1, read_register2, write_register,
    input logic [31:0]    write_data,
    output logic [31:0]   read_data1, read_data2
    );
    logic [31:0]register[31:0];
    always @(posedge clk)begin
        if(reset) begin
            for(int i = 0; i < 32; i++)register[i] <= 0;
        end
    end
    always @(posedge clk) begin
        if(regWrite)register[write_register] = write_data;
    end
    assign read_data1 = (read_register1 != 0) ? register[read_register1] : 0;
    assign read_data2 = (read_register2 != 0) ? register[read_register2] : 0;
endmodule
==> run.sh <==
#!/bin/bash
# OpenROAD 26Q1-2900-gdf79404cd8, Yosys 0.63+post, stock flow scripts
make -C /OpenROAD-flow-scripts/flow DESIGN_CONFIG=/design/flow/config.mk WORK_HOME=/design/flow/orfs finish
==> config.mk <==
export PLATFORM = sky130hd
export DESIGN_NAME = datapath
export DESIGN_NICKNAME = datapath
export VERILOG_FILES = /design/flow/design.v
export SDC_FILE = /design/flow/constraint.sdc
export NUM_CORES = 4
export LEC_CHECK = 1
export CORE_AREA = 10 10 75 75
export DIE_AREA = 0 0 85 85
==> constraint.sdc <==
current_design datapath

set clk_period 3.3
set clk_io_pct 0.2

create_clock -name clk0 -period $clk_period [get_ports {clk}]

set non_clock_inputs [all_inputs -no_clocks]
set_input_delay [expr $clk_period * $clk_io_pct] -clock clk0 $non_clock_inputs
set_output_delay [expr $clk_period * $clk_io_pct] -clock clk0 [all_outputs]
==> out/summary.txt <==
Synth cell types = 23
Fin. max-slew vios = 0
Syn_area_per_cell = 7.12 sq um
Setup TNS = 0 ns
Final Power = 0.0960 mW
Synthesis Warnings = 80
Pleak = 0.591 nW
Drt wl/cell = 13.2 um
Dpl cell area = 1260 sq um
Crit path DAT = 2.45 ns
Die area = 7230 sq um
Critical path required time = 2.64 ns
Final Setup Violations = 0
Initial antenna violation count = 0
Slowest stage cell, crit path = clkdlybuf4s50_1
Seq share, synth = 0%
Setup CP Type = input port to output port
DRT iter0 DRCs = 23
Gr ovfl total = 0
Yosys synthesis chip area = 932 sq um
Final non-filler cell total = 226
Die width = 85 um
Post-DP HPWL = 2790 um
Cell area power density = 74.4 nW/um^2
Setup bufs post-CTS = 0
Tmin final = 3.11 ns
Flop area = 0 sq um
Synth Cell Area = 932 sq um
ANT cells = 0
Final core utilization = 31.8%
Worst setup EP type = output port
GRT Util Overall = 7.04%
Routed Antenna Nets = 0
Drt pass-1 iters = 4
Num ports = 171
Final instance area = 1290 sq um
Chip height = 85 um
Placeable Area = 4060 sq um
Tool warning count = 74
GPL Wtd Cong = 0.850
Worst path cell trace = clkdlybuf4s50_1 -> nor4b_4 -> buf_4 -> mux2i_1 -> o21ai_2 -> buf_4 -> clkdlybuf4s50_1
F_max = 321 MHz
CP Max Fanout = 4
Period utilization = 94.4%
P&R area growth vs syn = 38.4%
Layout fillers = 418
Clkbuf count = 0
Max-cap violation count = 0
Share of cells above drive strength 1 = 8.52%
Outcome = completed
Hold_buf cts = 0
Port bufs = 60
DRT Wirelength = 2990 um
Final Hold Fails = 0
Worst hold path class = input port to output port
Crit path largest cell delay = 0.44 ns
VDD IR-drop max = 0.0000315 V
# Cells Yosys = 131
Vias = 737
Residual DRC count = 0
Crit path launch type = input port
FP Rows = 23
DP Cell Count = 226
Starting density of the core = 23.0%
Cells after synthesis = 131
Number of global-route vias before repair = 834
First-pass GRT wire length = 4310 um
Mean number of vias per cell = 3.26
Registers = 0
RSZ-0062 raised after global routing = no
Largest net degree at the start of global routing = 21
[final timing paths]
check | startpoint | to | slack [ns] | cells past startpoint
worst min-delay path | instruction[28] | alu_result[8] | 2.25 | 4
worst max-delay path | instruction[2] | alu_result[1] | 0.19 | 7
[metrics by stage]
step                hold WS (ns)  worst slack, ns
finish                      2.25            0.186
global route                2.29           0.0368
floorplan                   1.38            0.824
CTS                         2.26           0.0455
detailed placement          2.26          -0.0334
global placement            2.26          -0.0552
[repair_timing]
| item | 4_1_cts | 5_1_grt |
|---|---|---|
| endpoints found under the setup margin | 1 | 32 |
| resized | 3 | 3 |
| pin swaps | 1 | 1 |
[final cells by class]
| cell class | instances | area [sq um] | share of cell area [%] |
|---|---|---|---|
| timing repair buffer | 68 | 672 | 52.1 |
| multi-input combinational | 108 | 556 | 43.1 |
| tap | 50 | 62.6 | 4.85 |
[report_power, final]
group	internal (mW)	switching (mW)	leakage, nW
clock network	0	0	0
registers	0	0	0
logic	0.0655	0.0305	0.591
[worst max-delay path, delay by kind of cell]
| family | cells | cell delay (ns) |
|---|---|---|
| simple gates | 1 | 0.33 |
| mux | 1 | 0.21 |
| buf+inv | 4 | 1.17 |
| compound gates | 1 | 0.09 |
[logic make-up (layout without fill, tap and decap cells)]
kind of cell    count (synthesis)  in the layout  synth area share, %
buf+inv                        86             68                 68.6
simple gates                   28             28                 17.7
compound gates                 10             10                 6.98
mux                             5              5                 5.37
other cells                     1             64                0.402
xor+xnor                        1              1                0.940
[Yosys cell counts (all sizes together)]
cell | count | share of area, %
buf | 85 | 68
nand2 | 16 | 6.4
o21ai | 6 | 3.2
mux2i | 5 | 5.4
nor2b | 2 | 1.3
nor4 | 2 | 2.0
nor4b | 2 | 3.2
a211oi | 1 | 1.3
a21boi | 1 | 0.81
a22oi | 1 | 0.81
and3b | 1 | 0.94
clkbuf | 1 | 0.40
conb | 1 | 0.40
nand3 | 1 | 0.54
nand3b | 1 | 0.81
nor2 | 1 | 0.40
nor3b | 1 | 0.81
o211ai | 1 | 0.81
or4 | 1 | 1.2
xnor2 | 1 | 0.94
[placed cells by master (no fill, tap or decap), drive strengths merged]
| cell | count |
|---|---|
| nor2 | 1 |
| a22oi | 1 |
| nor4b | 2 |
| nand3b | 1 |
| clkdlybuf4s50 | 59 |
| buf | 8 |
| nor3b | 1 |
| o211ai | 1 |
| conb | 64 |
| nor4 | 2 |
| mux2i | 5 |
| or4 | 1 |
| a21boi | 1 |
| and3b | 1 |
| xnor2 | 1 |
| a211oi | 1 |
| o21ai | 6 |
| nand3 | 1 |
| dlygate4sd2 | 1 |
| nand2 | 16 |
| nor2b | 2 |
[metal layers]
metal	track usage, %	part of all wire, %
met1	7.34	36
met3	3.66	15
met5	0	0
met2	12.9	49
met4	0	0
Power and IR drop assume default switching activity.
